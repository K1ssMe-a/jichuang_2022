$ cat flow/run.sh
#!/bin/bash
# OpenROAD 26Q1-2900-gdf79404cd8, Yosys 0.63+post, stock flow scripts
make -C /OpenROAD-flow-scripts/flow DESIGN_CONFIG=/design/flow/config.mk WORK_HOME=/design/flow/orfs finish
$ cat flow/config.mk
export PLATFORM = sky130hd
export DESIGN_NAME = LCDI_queue
export DESIGN_NICKNAME = LCDI_queue
export VERILOG_FILES = /design/flow/design.v
export SDC_FILE = /design/flow/constraint.sdc
export NUM_CORES = 4
export LEC_CHECK = 1
export CORE_UTILIZATION = 30
$ cat flow/constraint.sdc
current_design LCDI_queue

set clk_period 4.8
set clk_io_pct 0.2

create_clock -name clk0 -period $clk_period [get_ports {clk}]

set non_clock_inputs [all_inputs -no_clocks]
set_input_delay [expr $clk_period * $clk_io_pct] -clock clk0 $non_clock_inputs
set_output_delay [expr $clk_period * $clk_io_pct] -clock clk0 [all_outputs]
$ cat flow/design.v
module LCDI_queue
(
    input wire clk,
    input wire rst_n,
    input wire [2:0] LCDI_state,
    input wire write_enable,
    input wire [8-1:0] data0_in,
    input wire [8-1:0] data1_in,
    input wire [8-1:0] data2_in,
    input wire [8-1:0] data3_in,
    output reg [8-1:0] index_data0_out,
    output reg [8-1:0] index_data1_out,
    output reg [8-1:0] index_data2_out,
    output reg [8-1:0] inter_data0_out,
    output reg [8-1:0] inter_data1_out,
    output reg [8-1:0] inter_data2_out
);
reg [1:0] col_index;
reg [8-1:0] tmp_data0_out;
reg [8-1:0] tmp_data1_out;
reg [8-1:0] tmp_data2_out;
reg [8-1:0] tmp_data3_out;
reg [8-1:0] tmp_data0_0, tmp_data0_1, tmp_data0_2, tmp_data0_3;
reg [8-1:0] tmp_data1_0, tmp_data1_1, tmp_data1_2, tmp_data1_3;
reg [8-1:0] tmp_data2_0, tmp_data2_1, tmp_data2_2, tmp_data2_3;
reg [8-1:0] tmp_data3_0, tmp_data3_1, tmp_data3_2, tmp_data3_3;
always @(posedge clk or negedge rst_n) begin
    if(~rst_n) begin
        col_index<=2'd0;
    end
    else begin
        if(write_enable) begin
            col_index<=col_index+2'd1;
        end
    end
end
always @(posedge clk or negedge rst_n) begin
    if(~rst_n) begin
        tmp_data0_0<=8'b0;tmp_data0_1<=8'b0;tmp_data0_2<=8'b0;tmp_data0_3<=8'b0;
        tmp_data1_0<=8'b0;tmp_data1_1<=8'b0;tmp_data1_2<=8'b0;tmp_data1_3<=8'b0;
        tmp_data2_0<=8'b0;tmp_data2_1<=8'b0;tmp_data2_2<=8'b0;tmp_data2_3<=8'b0;
        tmp_data3_0<=8'b0;tmp_data3_1<=8'b0;tmp_data3_2<=8'b0;tmp_data3_3<=8'b0;
    end
    else begin
        if(write_enable) begin
            case(col_index) 
            2'd0:begin
                tmp_data0_0<=data0_in;
                tmp_data1_0<=data1_in;
                tmp_data2_0<=data2_in;
                tmp_data3_0<=data3_in;
            end
            2'd1:begin
                tmp_data0_1<=data0_in;
                tmp_data1_1<=data1_in;
                tmp_data2_1<=data2_in;
                tmp_data3_1<=data3_in;
            end
            2'd2:begin
                tmp_data0_2<=data0_in;
                tmp_data1_2<=data1_in;
                tmp_data2_2<=data2_in;
                tmp_data3_2<=data3_in;
            end
            2'd3:begin
                tmp_data0_3<=data0_in;
                tmp_data1_3<=data1_in;
                tmp_data2_3<=data2_in;
                tmp_data3_3<=data3_in;
            end
            endcase
        end
    end
end
always @(*) begin
    case(LCDI_state)
    3'd1:begin
        tmp_data0_out=tmp_data0_0;
        tmp_data1_out=tmp_data0_1;
        tmp_data2_out=tmp_data0_2;
        tmp_data3_out=tmp_data0_3;
    end
    3'd2:begin
        tmp_data0_out=tmp_data1_0;
        tmp_data1_out=tmp_data1_1;
        tmp_data2_out=tmp_data1_2;
        tmp_data3_out=tmp_data1_3;
    end
    3'd3:begin
        tmp_data0_out=tmp_data2_0;
        tmp_data1_out=tmp_data2_1;
        tmp_data2_out=tmp_data2_2;
        tmp_data3_out=tmp_data2_3;
    end
    3'd4:begin
        tmp_data0_out=tmp_data3_0;
        tmp_data1_out=tmp_data3_1;
        tmp_data2_out=tmp_data3_2;
        tmp_data3_out=tmp_data3_3;
    end
    default:begin
        tmp_data0_out=8'b0;
        tmp_data1_out=8'b0;
        tmp_data2_out=8'b0;
        tmp_data3_out=8'b0;
    end
    endcase
end
always @(posedge clk or negedge rst_n) begin
    if(~rst_n) begin
        index_data0_out<=8'b0;
        index_data1_out<=8'b0;
        index_data2_out<=8'b0;
    end
    else begin
        case(col_index)
        2'd0:begin
            index_data0_out<=tmp_data1_out;
            index_data1_out<=tmp_data2_out;
            index_data2_out<=tmp_data3_out;
        end
        2'd1:begin
            index_data0_out<=tmp_data2_out;
            index_data1_out<=tmp_data3_out;
            index_data2_out<=tmp_data0_out;
        end
        2'd2:begin
            index_data0_out<=tmp_data3_out;
            index_data1_out<=tmp_data0_out;
            index_data2_out<=tmp_data1_out;
        end
        2'd3:begin
            index_data0_out<=tmp_data0_out;
            index_data1_out<=tmp_data1_out;
            index_data2_out<=tmp_data2_out;
        end
        endcase
    end
end
always @(posedge clk or negedge rst_n) begin
    if(~rst_n) begin
        inter_data0_out<=8'b0;
        inter_data1_out<=8'b0;
        inter_data2_out<=8'b0;
    end
    else begin
        case(col_index)
        2'd0:begin
            inter_data0_out<=tmp_data0_out;
            inter_data1_out<=tmp_data1_out;
            inter_data2_out<=tmp_data2_out;
        end
        2'd1:begin
            inter_data0_out<=tmp_data1_out;
            inter_data1_out<=tmp_data2_out;
            inter_data2_out<=tmp_data3_out;
        end
        2'd2:begin
            inter_data0_out<=tmp_data2_out;
            inter_data1_out<=tmp_data3_out;
            inter_data2_out<=tmp_data0_out;
        end
        2'd3:begin
            inter_data0_out<=tmp_data3_out;
            inter_data1_out<=tmp_data0_out;
            inter_data2_out<=tmp_data1_out;
        end
        endcase
    end
end
endmodule
==> load_flow_metrics.sql <==
-- implementation run metrics
INSERT INTO impl_metrics (metric_group, metric, value, unit) VALUES
('outcome', 'status', 'completed', ''),
('yosys', 'yosysWarnings', '1', ''),
('timing', 'final.period_utilization', '58.24', '%'),
('grt', 'grt.met1_usage', '21.47', '%'),
('placed_design', 'post_dp_cell_area', '9150', 'um^2'),
('grt', 'largest_net_degree_at_the_start_of_global_routing', '118', ''),
('pwr', 'power', '5.860', 'mW'),
('cells_and_area', 'utilization', '37.09', '%'),
('yosys', 'syn-mean-instance-area', '12.32', 'um^2'),
('detailed_routing', 'detail_route.drc_violations', '0', ''),
('cells_and_area', 'stdcell_count', '1061', ''),
('floorplanning', 'die_footprint', '27810', 'um^2'),
('run', 'timing.max_cap.violations', '0', ''),
('worst_setup_path', 'count_of_cell_instances_traversed_by_the_critical_path', '6', ''),
('clocking', 'cts.sinks', '162', ''),
('pwr', 'power.internal', '4.020', 'mW'),
('grt', 'via_count_of_the_first_global_routing_pass', '5488', ''),
('clocking', 'cts_repair_resize_count', '0', ''),
('clocking', 'cts_htree_levels', '4', ''),
('pwr', 'total_leakage_power', '3.868', 'nW'),
('timing', 'setup_repair_after_global_routing_missed_its_margin', 'no', ''),
('timing', 'setup_violations', '0', ''),
('yosys', 'synth_cells', '661', ''),
('cells_and_area', 'final_layout_size_suffix_gt1_share', '15.56', '%'),
('worst_setup_path', 'timing.critical_path.arrival', '3020', 'ps'),
('cells_and_area', 'area.growth.synth_to_final', '20.02', '%'),
('pwr', 'netSwitchingPower', '1.841', 'mW'),
('clocking', 'tritoncts.num_buffers', '17', ''),
('worst_setup_path', 'worst_path_top_cell_family_by_delay', 'buffers and inverters', ''),
('run', 'tool_warnings', '31', ''),
('worst_setup_path', 'timing.critical_path.slowest_cell_delay', '600', 'ps'),
('detailed_routing', 'route.detailed.vias_per_inst', '5.150', ''),
('floorplanning', 'fp.dieW', '166.8', 'um'),
('yosys', 'compound_share_synth', '20.22', '%'),
('worst_hold_path', 'min-delay-path-class', 'in -> async', ''),
('detailed_routing', 'drt-initial-drc-count', '334', ''),
('timing', 'finalCriticalPeriod', '2795', 'ps'),
('detailed_routing', 'route.detailed.wl_per_inst', '17.92', 'um'),
('grt', 'grt_use_total', '14.85', '%'),
('placed_design', 'place.gp.congestion', '0.8594', ''),
('clocking', 'tritoncts', 'built', ''),
('grt', 'grt_first_pass_wirelength', '31650', 'um'),
('yosys', 'synth.cell_area', '8144', 'um^2'),
('timing', 'worst-slew-pin-transition', '849.6', 'ps'),
('worst_setup_path', 'critPathLaunchType', 'input pin', ''),
('placed_design', 'pre_cts_ws', '1572', 'ps'),
('placed_design', 'port-buffer-count', '85', ''),
('pwr', 'power.combinational.fraction', '34.3', '%'),
('clocking', 'clock-root-buffer', 'sky130_fd_sc_hd__clkbuf_16', ''),
('pwr', 'power_switching_share', '31.41', '%'),
('pwr', 'power.ir.vdd_worst', '0.2982', 'mV'),
('timing', 'max_freq', '357.7', 'MHz'),
('floorplanning', 'core_region_area', '26350', 'um^2'),
('pwr', 'pwr-share-seq', '41.2', '%'),
('clocking', 'cts_hold_buffers', '0', ''),
('detailed_routing', 'number_of_diodes', '0', ''),
('grt', 'grt.met2_usage', '24.10', '%'),
('cells_and_area', 'fillCellCount', '2463', ''),
('timing', 'sum_neg_setup_slack', '0', 'ps'),
('clocking', 'clock.latency.late_pin', '420', 'ps'),
('grt', 'grt_use_met3', '3.002', '%'),
('timing', 'hold_viol_final', '0', ''),
('pwr', 'powerDensity', '599.6', 'nW/um^2'),
('floorplanning', 'dieHeight', '166.8', 'um'),
('worst_setup_path', 'worstPathRequired', '5020', 'ps'),
('yosys', 'xor_area_share', '0.1075', '%'),
('yosys', 'synthDistinctLibCells', '25', ''),
('placed_design', 'placed_cells', '1030', ''),
('clocking', 'cts_post_setup_buffers_inserted', '0', ''),
('worst_setup_path', 'worstPathBufferInverterCount', '2', ''),
('detailed_routing', 'total_wire_length_after_detailed_routing', '19010', 'um');
==> cell usage in the layout, fill, tap and decap left out, types with 2 or more instances in the layout <==
master                            count
sky130_fd_sc_hd__nand2b_1            32
sky130_fd_sc_hd__inv_1               34
sky130_fd_sc_hd__clkinvlp_4           4
sky130_fd_sc_hd__mux2_2              18
sky130_fd_sc_hd__mux2_1             110
sky130_fd_sc_hd__a22o_1              16
sky130_fd_sc_hd__nand2_1              5
sky130_fd_sc_hd__a22o_4              10
sky130_fd_sc_hd__o21ai_1             72
sky130_fd_sc_hd__bufinv_16            4
sky130_fd_sc_hd__clkbuf_16           17
sky130_fd_sc_hd__a22o_2               6
sky130_fd_sc_hd__a41oi_1             32
sky130_fd_sc_hd__inv_6                2
sky130_fd_sc_hd__clkdlybuf4s50_1     83
sky130_fd_sc_hd__o32ai_1              2
sky130_fd_sc_hd__o32ai_2             30
sky130_fd_sc_hd__o21ai_0             25
sky130_fd_sc_hd__ha_1                 5
sky130_fd_sc_hd__dfrtp_1            162
sky130_fd_sc_hd__nor3_1              32
sky130_fd_sc_hd__buf_4               12
==> per-layer routing <==
metal | up-vias | wire [um]
met5 | - | 0
met4 | 0 | 280
met3 | 15 | 800
met2 | 140 | 9377
met1 | 2764 | 8552
li1 | 2545 | -
==> final timing paths <==
| path | from | end | slack [ps] |
|---|---|---|---|
| max in group asynchronous | rst_n | tmp_data1_2[1]$_DFFE_PN0P_ | 3340 |
| worst max-delay path | LCDI_state[1] | index_data0_out[0]$_DFF_PN0_ | 2000 |
| worst max register to register | col_index[1]$_DFFE_PN0P_ | tmp_data0_1[6]$_DFFE_PN0P_ | 2280 |
| worst min register to register | tmp_data0_0[7]$_DFFE_PN0P_ | tmp_data0_0[7]$_DFFE_PN0P_ | 490 |
| worst min-delay path | rst_n | tmp_data2_2[6]$_DFFE_PN0P_ | 470 |
| min in group clk0 | tmp_data0_0[7]$_DFFE_PN0P_ | tmp_data0_0[7]$_DFFE_PN0P_ | 490 |
==> layout make-up <==
| class | instances | area (um^2) | share of cell area [%] |
|---|---|---|---|
| Clock inverter | 12 | 181.4 | 1.856 |
| Timing Repair Buffer | 98 | 957.2 | 9.793 |
| Clock buffer | 19 | 442.9 | 4.531 |
| Multi-Input combinational cell | 400 | 3588 | 36.71 |
| Tap cell | 335 | 419.2 | 4.288 |
| Sequential cell | 162 | 4054 | 41.47 |
| Inverter | 35 | 131.4 | 1.344 |
==> cells in the mapped netlist <==
master                     number  area, um^2
sky130_fd_sc_hd__nor3_1        32       160.2
sky130_fd_sc_hd__a41oi_1       32       280.3
sky130_fd_sc_hd__buf_2         21       105.1
sky130_fd_sc_hd__a22o_2         6       60.06
sky130_fd_sc_hd__a22o_4        10       175.2
sky130_fd_sc_hd__buf_6          5       56.30
sky130_fd_sc_hd__o21ai_0       25       125.1
sky130_fd_sc_hd__o32ai_1        2       17.52
sky130_fd_sc_hd__o32ai_2       30       488.0
sky130_fd_sc_hd__nor3b_2        1       12.51
sky130_fd_sc_hd__o21ai_1       72       360.4
sky130_fd_sc_hd__dfrtp_1      162        4054
sky130_fd_sc_hd__nand2b_1      33       206.5
sky130_fd_sc_hd__xor2_1         1       8.760
sky130_fd_sc_hd__and3b_1        1       8.760
sky130_fd_sc_hd__a22o_1        16       140.1
sky130_fd_sc_hd__inv_2          1       3.750
sky130_fd_sc_hd__clkbuf_1      18       67.56
sky130_fd_sc_hd__buf_4         20       150.1
sky130_fd_sc_hd__nand2b_4       1       13.76
sky130_fd_sc_hd__mux2_1       110        1239
sky130_fd_sc_hd__inv_1         34       127.6
sky130_fd_sc_hd__nand2_1        5       18.77
sky130_fd_sc_hd__ha_1           5       62.56
sky130_fd_sc_hd__mux2_2        18       202.7
==> cell families (layout without fill, tap and decap cells) <==
kind of cell | Yosys count | in the layout
fa+ha+maj | 5 | 5
compound gates | 193 | 193
xor+xnor | 1 | 1
flops | 162 | 162
simple gates | 73 | 73
buf+inv | 99 | 164
mux | 128 | 128
==> power by group through the flow <==
stage     logic (mW)  clock network [mW]  registers [mW]
6_report        2.01                1.43            2.42
5_1_grt         2.23                1.53            2.52
4_1_cts         2.03                1.47            2.43
==> worst register-to-register path: stages (launching register included) <==
cell and delay [ps]:
sky130_fd_sc_hd__dfrtp_1 390, sky130_fd_sc_hd__inv_1 120, sky130_fd_sc_hd__ha_1 160, sky130_fd_sc_hd__buf_4 330, sky130_fd_sc_hd__nand2_1 600, sky130_fd_sc_hd__buf_4 460
sky130_fd_sc_hd__mux2_1 340
Power is estimated from default activity; no workload was simulated.
