[design/flow/run.sh]
#!/bin/bash
# OpenROAD 26Q1-2900-gdf79404cd8, Yosys 0.63+post, stock flow scripts
make -C /OpenROAD-flow-scripts/flow DESIGN_CONFIG=/design/flow/config.mk WORK_HOME=/design/flow/orfs finish
[design/flow/config.mk]
export PLATFORM = sky130hd
export DESIGN_NAME = index2
export DESIGN_NICKNAME = index2
export VERILOG_FILES = /design/flow/design.v
export SDC_FILE = /design/flow/constraint.sdc
export NUM_CORES = 4
export LEC_CHECK = 1
export CORE_UTILIZATION = 40
[design/flow/constraint.sdc]
current_design index2

set clk_period 2.6
set clk_io_pct 0.2

create_clock -name clk0 -period $clk_period [get_ports {clk}]

set non_clock_inputs [all_inputs -no_clocks]
set_input_delay [expr $clk_period * $clk_io_pct] -clock clk0 $non_clock_inputs
set_output_delay [expr $clk_period * $clk_io_pct] -clock clk0 [all_outputs]
[design/flow/design.v]
module index2
(
    input wire clk,
    input wire rst_n,
    input wire [2:0] LCDI_state,
    input wire [8-1:0] data0_in,
    input wire [8-1:0] data1_in,
    input wire [8-1:0] data2_in,
    output reg [6:0] index0,
    output reg [6:0] index1,
    output reg [6:0] index2,
    output reg [6:0] index3
);
reg [3:0] G0;
reg [3:0] G1;
wire [6:0] index;
always @(posedge clk or negedge rst_n) begin
    if(~rst_n) begin
        G0<=4'b0;
        G1<=4'b0;
    end
    else begin
        G0<=classify(data0_in-data1_in);
        G1<=classify(data2_in-data1_in);
    end
end
assign index=G0+G1*9;
always @(posedge clk or negedge rst_n) begin
    if(~rst_n) begin
        index0<=7'b0;
        index1<=7'b0;
        index2<=7'b0;
        index3<=7'b0;
    end
    else begin
        case(LCDI_state)
        3'd3:index0<=index;
        3'd4:index1<=index;
        3'd5:index2<=index;
        3'd6:index3<=index;
        endcase
    end
end
function [3:0] classify 
(
input [8:0] G
);
    casex(G)
    9'b01??????? : begin classify=4'd0;end    
    9'b001?????? : begin classify=4'd0;end    
    9'b00011???? : begin classify=4'd0;end    
    9'b00010???? : begin classify=4'd1;end    
    9'b00001???? : begin classify=4'd2;end    
    9'b0000001?? : begin classify=4'd3;end    
    9'b0000000?? : begin classify=4'd4;end    
    9'b1111111?? : begin classify=4'd4;end    
    9'b11111???? : begin classify=4'd5;end    
    9'b1111????? : begin classify=4'd6;end    
    9'b11101???? : begin classify=4'd7;end    
    9'b111?????? : begin classify=4'd8;end    
    9'b11??????? : begin classify=4'd8;end    
    9'b1???????? : begin classify=4'd8;end    
    endcase
endfunction
endmodule
==> flow_summary_export.csv <==
group,metric,value,unit
run_status,status,"finished, final reports clean",
setup_path,cp_max_fo,4,
detailed_routing,diodes,0,
floorplan,io_pins,57,
clocking,htree_levels,2,
clocking,clk_path_buf_depth,2,
floorplan,chip_area,0.00653,mm^2
final_timing,period_needed,2500,ps
final_timing,max_slew_margin,0.647,
final_timing,fmax,0.401,GHz
logic_synthesis,postSynthSeqShare,0.362,
logic_synthesis,netlist_area,0.00249,mm^2
grt,grt_pass1_wl,8.90,mm
detailed_routing,drc,0,
logic_synthesis,synth_area_per_cell,9.98,um^2
place,port_buffers,56,
final_timing,fin_crit_sh,0.960,
detailed_routing,route.vias.total,2121,
setup_path,cp-end-kind,"register",
detailed_routing,ant_nets,0,
flow_run,warnings,25,
layout,layout-area-overhead-vs-synth,45.2,%
clocking,root_buffer,"clkbuf_8",
setup_path,critPathLaunchType,"primary input",
grt,grtUsageTotal,0.175,
power,powerDensity,661,mW/mm^2
power,p_leak,1.63,nW
logic_synthesis,ff_type,"dfrtp_1",
floorplan,initCoreUtil,0.417,
clocking,hold_buffers,0,
logic_synthesis,edf_count,0,
floorplan,die_h,80.8,um
grt,antenna_found_initial,0,
setup_path,crit_type,"primary input to register",
clocking,cts_tree,"yes",
place,dp_hpwl,4.10,mm
final_timing,finClkSkew,4.59,ps
grt,grt_pass1_vias,1989,
flow_run,drv_cap,0,
clocking,path_clk_slew,70,ps
detailed_routing,wl,5.16,mm
clocking,cts.sinks,36,
final_timing,slew_viol_final,0,
final_timing,tightest_slew,529,ps
setup_path,critPathArrivalTime,2690,ps
final_timing,final-hold-violation-count,0,
logic_synthesis,ys_ff,36,
detailed_routing,drt_pre_antenna_iters,4,
place,place.gp.congestion,0.818,
power,irDropWorstVdd,0.000395,V
power,p_total,2.39,mW
logic_synthesis,yosys-stat-area,0.00249,mm^2
final_timing,rsz0062_at_grt,"false",
logic_synthesis,synthCells,249,
floorplan,row_count,28,
layout,nFillCells,499,
floorplan,coreArea,0.00596,mm^2
logic_synthesis,ys_warn_count,9,
logic_synthesis,yosysCellCount,249,
final_timing,finalSetupViolations,0,
min_path,hp-class,"register to register",
logic_synthesis,synth_cell_types,52,
layout,finish.instance_area,0.00361,mm^2
logic_synthesis,synthArstFlopShare,1.00,
setup_path,cp.required,2800,ps
floorplan,fp.dieW,80.8,um
detailed_routing,drt_iter0_drc,17,
clocking,cts_buffers,5,
grt,grt_max_degree,37,
clocking,worstSkewPairLatency,280,ps
layout,drive_gt1_frac,0.257,
grt,grt_remaining_overflow,0,
place,place_area,0.00342,mm^2
detailed_routing,wl_per_cell,12.3,um
detailed_routing,routed_via_density,5.04,
## routing by layer
layer	GRT usage	vias to the layer above	wire length, um
li1	-	1106	-
met1	0.232	963	2350
met2	0.318	47	2560
met3	0.0228	5	181
met4	0.0179	0	66
met5	0	-	0
## flip-flops by register name, summed over array words and instances, names as in the netlist
| name | count |
|---|---|
| G1 | 4 |
| index3 | 7 |
| index0 | 7 |
| index1 | 7 |
| G0 | 4 |
| index2 | 7 |
## final cells by class
class | instances | area (um^2) | area share
Inverter | 13 | 48.8 | 0.0135
Timing Repair Buffer | 99 | 886 | 0.245
Sequential cell | 36 | 901 | 0.249
Clock buffer | 6 | 72.6 | 0.0201
Multi-Input combinational cell | 191 | 1600 | 0.444
Tap cell | 75 | 93.8 | 0.0260
Clock inverter | 1 | 5.00 | 0.00139
## repair_timing
action	4_1_cts	5_1_grt
buffers inserted	0	1
setup endpoints to repair	0	7
endpoints found under the hold margin	0	0
resized	0	19
## where the power goes
| part | total, mW | switching (mW) | leakage (nW) | internal, mW |
|---|---|---|---|---|
| Clock | 0.356 | 0.174 | 0.0410 | 0.182 |
| Sequential | 0.879 | 0.104 | 0.463 | 0.775 |
| Combinational | 1.15 | 0.422 | 1.13 | 0.729 |
| Total | 2.39 | 0.700 | 1.63 | 1.69 |
## critical path: stages
cell and delay, ps:
clkdlybuf4s50_1 470, inv_2 60, ha_4 210, a21o_1 170, a31oi_4 230, o21bai_1 120, xor2_1 200, or4_1 510
o22ai_1 180
## cells in the mapped netlist, types with 2 or more instances
| cell | instances | share of area |
|---|---|---|
| a211oi_1 | 3 | 0.0091 |
| a21o_1 | 4 | 0.012 |
| o32ai_1 | 3 | 0.011 |
| o22ai_1 | 3 | 0.0075 |
| inv_1 | 13 | 0.020 |
| a2111oi_0 | 3 | 0.011 |
| mux2_2 | 12 | 0.054 |
| nor3_1 | 2 | 0.0040 |
| a22oi_1 | 2 | 0.0060 |
| or3_1 | 2 | 0.0050 |
| o21a_1 | 2 | 0.0060 |
| o21ai_0 | 20 | 0.040 |
| nand2_1 | 27 | 0.041 |
| xor2_1 | 7 | 0.025 |
| a21oi_1 | 11 | 0.022 |
| nand3_1 | 5 | 0.010 |
| xnor2_1 | 11 | 0.039 |
| ha_1 | 25 | 0.13 |
| nand3b_1 | 5 | 0.015 |
| nor4_1 | 2 | 0.0050 |
| clkbuf_1 | 5 | 0.0075 |
| mux2i_1 | 2 | 0.0081 |
| nor2_1 | 10 | 0.015 |
| o21bai_1 | 2 | 0.0060 |
| o21ai_1 | 2 | 0.0040 |
| or4_1 | 2 | 0.0060 |
| buf_2 | 3 | 0.0060 |
| a21oi_2 | 2 | 0.0070 |
| dfrtp_1 | 36 | 0.36 |
## layout by cell type (no fill, tap or decap), types with 3 or more instances in the layout
cell and count:
clkdlybuf4s50_1 55, buf_4 43, dfrtp_1 36, nand2_1 27
ha_1 21, o21ai_0 20, mux2_2 12, inv_1 11
a21oi_1 10, xnor2_1 10, nor2_1 9, xor2_1 7
nand3_1 5, nand3b_1 5, clkbuf_8 5, a21o_1 4
a21oi_2 3, o22ai_1 3, o32ai_1 3, ha_4 3
## through the flow
| stage | hold WS [ps] | setup slack, ps | std cells | setup TNS [ps] | util |
|---|---|---|---|---|---|
| 2_1_floorplan | 224 | 263 | 249 | 0 | - |
| 3_3_place_gp | 460 | -247 | 413 | -1700 | 0.574 |
| 3_5_place_dp | 469 | -244 | 413 | -1620 | 0.574 |
| 4_1_cts | 484 | 42.8 | 420 | 0 | 0.587 |
| 5_1_grt | 506 | 0.763 | 421 | 0 | 0.606 |
| 6_report | 482 | 104 | 421 | 0 | 0.606 |
## final timing paths
check | startpoint | end | slack, ps | depth (start not counted)
worst max register to register | G1[0]$_DFF_PN0_ | index3[6]$_DFFE_PN0N_ | 280 | 8
min in group asynchronous | rst_n | index0[2]$_DFFE_PN0N_ | 650 | 2
worst max-delay path | data1_in[2] | G0[2]$_DFF_PN0_ | 100 | 9
worst min-delay path | index1[4]$_DFFE_PN0N_ | index1[4]$_DFFE_PN0N_ | 480 | 2
max in group asynchronous | rst_n | index3[6]$_DFFE_PN0N_ | 1630 | 2
worst min register to register | index1[4]$_DFFE_PN0N_ | index1[4]$_DFFE_PN0N_ | 480 | 2
## cells by family after synthesis
group                    share of synthesized area
AND-OR/OR-AND                                0.212
XOR/XNOR                                    0.0634
adder cells (fa/ha/maj)                      0.134
buffers and inverters                       0.0347
flip-flops                                   0.362
multiplexers                                0.0624
AND/OR/NAND/NOR                              0.131
Power is estimated from default activity; no workload was simulated.
