File: flow/design.v
module index1
(
    input wire clk,
    input wire rst_n,
    input wire [2:0] LCDI_state,
    input wire [8-1:0] data0_in,
    input wire [8-1:0] data1_in,
    input wire [8-1:0] data2_in,
    output reg [8-1:0] data0_out,
    output reg [8-1:0] data1_out,
    output reg [8-1:0] data2_out,
    output reg [6:0] index
);
reg [3:0] G0;
reg [3:0] G1;
always @(posedge clk or negedge rst_n) begin
    if(~rst_n) begin
        data0_out<=8'b0;
        data1_out<=8'b0;
        data2_out<=8'b0;
    end
    else begin
        if(LCDI_state==3'd6) begin
            data0_out<=data0_in;
            data1_out<=data1_in;
            data2_out<=data2_in;
        end
    end
end
always @(posedge clk or negedge rst_n) begin
    if(~rst_n) begin
        G0<=4'b0;
        G1<=4'b0;
    end 
    else begin
        G0<=classify(data0_in-data1_in);
        G1<=classify(data2_in-data1_in);
    end
end
always @(posedge clk or negedge rst_n) begin
    if(~rst_n) begin
        index<=7'b0;
    end
    else begin
        if(LCDI_state==3'd6) begin
            index<=G0+G1*9; 
        end
    end
end
function [3:0] classify 
(
input [8:0] G
);
    casex(G)
    9'b01??????? : begin classify=4'd0;end    
    9'b001?????? : begin classify=4'd0;end    
    9'b00011???? : begin classify=4'd0;end    
    9'b00010???? : begin classify=4'd1;end    
    9'b00001???? : begin classify=4'd2;end    
    9'b0000001?? : begin classify=4'd3;end    
    9'b0000000?? : begin classify=4'd4;end    
    9'b1111111?? : begin classify=4'd4;end    
    9'b11111???? : begin classify=4'd5;end    
    9'b1111????? : begin classify=4'd6;end    
    9'b11101???? : begin classify=4'd7;end    
    9'b111?????? : begin classify=4'd8;end    
    9'b11??????? : begin classify=4'd8;end    
    9'b1???????? : begin classify=4'd8;end    
    endcase
endfunction
endmodule
File: flow/run.sh
#!/bin/bash
# OpenROAD 26Q1-2900-gdf79404cd8, Yosys 0.63+post, stock flow scripts
make -C /OpenROAD-flow-scripts/flow DESIGN_CONFIG=/design/flow/config.mk WORK_HOME=/design/flow/orfs finish
File: flow/config.mk
export PLATFORM = sky130hd
export DESIGN_NAME = index1
export DESIGN_NICKNAME = index1
export VERILOG_FILES = /design/flow/design.v
export SDC_FILE = /design/flow/constraint.sdc
export NUM_CORES = 4
export LEC_CHECK = 1
export CORE_UTILIZATION = 30
File: flow/constraint.sdc
current_design index1

set clk_period 2.4
set clk_io_pct 0.2

create_clock -name clk0 -period $clk_period [get_ports {clk}]

set non_clock_inputs [all_inputs -no_clocks]
set_input_delay [expr $clk_period * $clk_io_pct] -clock clk0 $non_clock_inputs
set_output_delay [expr $clk_period * $clk_io_pct] -clock clk0 [all_outputs]
==> results_dict.tcl <==
# place-and-route summary
set metrics [dict create \
    comb_power_share_pct 41.0 \
    die_h_um 95.4 \
    cp_top_family "AND-OR/OR-AND gates" \
    p_sw_mw 0.675 \
    setup-violations-final 0 \
    port_buffers 59 \
    finClkSkew_ps 3.71 \
    grt_max_degree 43 \
    fillers 787 \
    ys_cells 259 \
    hp-class "input port to asynchronous set/reset pin" \
    routed_via_density 4.70 \
    pwr-share-clk_pct 23.2 \
    yosysTopAreaCellShare_pct 37.3 \
    first_global_vias 2236 \
    numSynthFlops 39 \
    dpl_worst_slack_ps -519 \
    ys_area_um2 2620 \
    post-route-period-util_pct 96.7 \
    cts.clk_slew.worst_paths_ps 80 \
    cts_root_buf "clkbuf_8" \
    grt_usage_pct 14.9 \
    firstDrtPassIters 4 \
    power_density_nw_per_um2 619 \
    num_rows 33 \
    utilization_pct 47.4 \
    worst-r2r-setup-slack_ps 270 \
    power_switching_share_pct 27.6 \
    ant_nets 0 \
    ys_seq_share_pct 37.3 \
    numCtsBuffers 5 \
    io_pins 60 \
    core_um2 8340 \
    slowest_delay_ps 420 \
    critical_path_arrival_ps 2540 \
    syn-instance-count 259 \
    cp_slowest_cell "clkdlybuf4s50_1" \
    endpoint_kind "register" \
    crit_buf_inv 1 \
    path_max_fanout 4 \
    drv_cap 0 \
    grt_setup_unrepaired "false" \
    synthesis.area_um2 2620 \
    topCellsByArea "dfrtp_1 37%, ha_1 12%, mux2_2 8.6%" \
    reg2reg_depth 8 \
    cts_tree "yes" \
    num_vias 2258 \
    crit_chain "clkdlybuf4s50_1 -> nand2b_4 -> a211o_1 -> a211o_2 -> or3_4 -> o31a_1 -> o22ai_2" \
    wl_per_cell_um 12.4 \
    fin_crit_ps 2320 \
    ys_async_sr_fraction_pct 100 \
    reg2reg_from "G1[0]$_DFF_PN0_" \
    relSlewSlack_pct 67.8 \
    power_mw 2.45 \
    gp_congestion 0.867 \
    finalMaxSlewViolations 0 \
    worstPathRequired_ps 2620 \
    seqPwrFrac_pct 35.8 \
    grt.overflow.total 0 \
    timing.hold.ws_ps 141 \
    htreeDepth 2 \
    fp_util_pct 31.4 \
    critical_path.startpoint "data2_in[0]" \
    clk_path_buf_depth 2 \
    edf_count 0 \
    p_int_mw 1.77 \
    clock_latency_ps 290 \
    p_leak_nw 1.84 \
    hold_viol_final 0 \
    yosysWarnings 9 \
    peakVddDrop_v 0.000381 \
    antenna_found_initial 1 \
    worst_pin_slew_ps 484 \
    cp-start-kind "input port" \
    outcome "complete, no violations" \
    setup_ws_ps 78.3 \
    routed_wl_mm 5.96 \
    fp.dieW_um 95.4 \
    areaGrowthSynthToFinish_pct 51.1 \
    ys_types 53 \
    drt_iter0_drc 33 \
    cts_num_sinks 39 \
    layout-drive-gt1-share_pct 30.7 \
    chipArea_um2 9100 \
    drc 0 \
    synthFlopType "dfrtp_1" \
    yosys-top-cells-count "39 x dfrtp_1, 25 x ha_1, 20 x mux2_2, 19 x o21ai_0, 16 x inv_1" \
    yosysMostFrequentCell "dfrtp_1" \
    clock.fmax_mhz 431 \
    rr_endpoint "index[6]$_DFFE_PN0N_" \
    warnings 25 \
    netlist.top_cell.by_area "dfrtp_1" \
    avgSynthCellArea_um2 10.1 \
    grt_pass1_wl_mm 10.5 \
    critPathKind "input port to register" \
    setup-tns-final_ps 0 \
    hpwl_mm 4.77 \
]
[stage by stage]
stage,cell area [µm²],instances
after CTS,3930,479
final,3950,480
after floorplan,2640,259
after global routing,3950,480
after detailed placement,3730,467
after global placement,3730,467
[kinds of logic (layout without fill, tap and decap cells)]
kind of cell,Yosys count,count (layout),share of synthesized area (%)
mux,23,23,9.75
flops,39,39,37.3
xor+xnor,16,16,5.35
simple gates,59,59,12.3
other cells,0,1,0
buf+inv,24,139,3.44
fa+ha+maj,27,27,13.2
compound gates,71,71,18.6
[cells in the final DEF (no fill, tap or decap), drive strengths merged, types with 12 or more instances in the layout]
cell           netlist  final
o21ai               20     20
mux2                20     20
buf                  0     57
inv                 16     16
dfrtp               39     39
nand2               15     15
nor2                12     12
clkdlybuf4s50        0     47
ha                  25     25
[registers in the layout, indices dropped and copies added (netlist names)]
| signal | cells |
|---|---|
| data2_out | 8 |
| index | 7 |
| G1 | 4 |
| data1_out | 8 |
| G0 | 4 |
| data0_out | 8 |
[area by class of cell]
cell class	count	area (µm²)	area share, %
clock inverter	2	35.0	0.886
sequential	39	976	24.7
antenna	1	2.50	0.0633
clock buffer	6	82.6	2.09
inverter	16	60.1	1.52
multi-input combinational	196	1660	41.9
timing repair buffer	115	1010	25.5
tap	105	131	3.32
[power groups by stage]
stage | combinational (mW) | sequential [mW] | clock (mW)
5_1_grt | 1.14 | 0.898 | 0.615
6_report | 1.00 | 0.876 | 0.568
4_1_cts | 1.01 | 0.879 | 0.593
[worst max-delay path by stage]
stage	cells past startpoint	to	slack, ps
finish	7	G1[3]$_DFF_PN0_	80
global route	8	G1[3]$_DFF_PN0_	7
CTS	8	G1[3]$_DFF_PN0_	50
[what timing repair did]
item,in CTS,in global routing
buffers inserted,4,0
gates resized,25,4
hold buffers,0,0
setup endpoints to repair,8,4
gates cloned,0,0
pin swaps,12,2
[per-layer routing]
metal	part of all wire [%]	global-route usage [%]	vias up	routed length, µm
met1	49	21.1	1028	2950
met5	0	0	-	0
met4	0.35	0.871	0	21
li1	-	-	1174	-
met2	43	24.5	54	2580
met3	6.8	3.89	2	408
Power and IR drop assume default switching activity.
